===== ./config.mk =====
export PLATFORM = sky130hd
export DESIGN_NAME = reg_file
export DESIGN_NICKNAME = reg_file
export VERILOG_FILES = /design/flow/design.v
export SDC_FILE = /design/flow/constraint.sdc
export NUM_CORES = 4
export LEC_CHECK = 1
export CORE_UTILIZATION = 30

===== ./constraint.sdc =====
current_design reg_file

set clk_period 2.2
set clk_io_pct 0.2

create_clock -name clk0 -period $clk_period [get_ports {CLK}]

set non_clock_inputs [all_inputs -no_clocks]
set_input_delay [expr $clk_period * $clk_io_pct] -clock clk0 $non_clock_inputs
set_output_delay [expr $clk_period * $clk_io_pct] -clock clk0 [all_outputs]

===== ./design.v =====
module reg_file #(parameter W=8, D=3)(		  
  input           CLK,
                  write_en,
                  write_imm,
  input  [ D-1:0] raddrA,
                  raddrB,
                  waddr,
  input  [ W-1:0] data_in,
  output logic [ W-1:0] data_outA,
  output logic [W-1:0] data_outB
  );
logic [W-1:0] registers[2**D];
always_comb data_outA = registers[raddrA];                
always_comb data_outB = registers[raddrB];                
always_ff @ (posedge CLK)
  if (write_en && write_imm)
    registers[8] <= data_in;
  else if (write_en)	                             
    registers[waddr] <= data_in;
endmodule

===== ./run.sh =====
#!/bin/bash
# OpenROAD 26Q1-2900-gdf79404cd8, Yosys 0.63+post, stock flow scripts
make -C /OpenROAD-flow-scripts/flow DESIGN_CONFIG=/design/flow/config.mk WORK_HOME=/design/flow/orfs finish

==> run notes <==
impl run done, here's what came out: cell row count 36, VDD IR-drop max 0.000213 V, setup TNS 0 ns, Core Region 0.00986 sq mm, GRT Total Usage 12.7%, Worst Max-Slew Pin Slew 0.266 ns, max reg flops 64, final period utilization 97.5%, Clk pin slew, worst setup/hold paths 0.06 ns, DP HPWL 3.83 mm, GPL Wtd Cong 0.736, clock root buffer clkbuf_8, vias per cell 4.79, syn avg cell area 22.7 sq um, YS chip area 0.00309 sq mm, Routed Antenna Nets 0, CTS tree built, Synthesis Warnings 1, Rel. slew slack 82.2%, Die H 104 um, final hold violation count 0, Unique masters post-synth 16, Gate Area 0.00104 sq mm, number of inserted diodes 0, Die Wd 104 um, PwrDens 630 mW/mm^2, first-pass GRT wire length 9.60 mm, RSZ-0062 raised after global routing false, Data required, critical path 1.76 ns, Cell Area, Synth 0.00309 sq mm, Ports 36, Syn-to-layout area delta 26.7%, Detailed Route Iter0 Violations 66, cells in synth_stat.txt 136, tool warning count 26, Avg WL per Cell 18.5 um, WHS 0.839 ns, number of remaining DRC errors 0, Max Freq 466 MHz, TritonCTS buffer count 9, # Max-Cap Violations 0, Min-Delay Startpoint data_in[0], FILL cells 862, post-synthesis cell count 136, final WL 6.07 mm, total number of H-tree levels 3, Storage cell area 0.00192 sq mm, CP Capture Type output pin, DRT Pass-1 Iters 4, largest net degree at the start of global routing 10, Largest Register registers, gr ovfl total 0, vias in the first global route 1,734, final setup vio count 0, Post-synth EDFFs 64, pins over their slew limit 0, fin crit period 2.14 ns, hold crit path type in2reg, Commonest flop edfxtp_1, die area 0.0107 sq mm, Seq share, synth 62.2%, clock sink count 64, largest fanout on the critical path 2, Port Buffers 35, FP Util 31.3%, ratio of cells with drive above 1 in the final layout 42.9%, Lkg Pwr 0.00134 uW, hold endpoint registers[1][0], # hold bufs at CTS 0, WS Path Type reg2out, Top Registers registers (64), Startpoint Class flip-flop, initial antenna violation count 0, via count 1,577, CTS max path bufs 2, flops & latches, synth 64, Top cell excl fill/tap edfxtp_1, most frequent cells in the layout edfxtp_1 (64), mux4_2 (31), mux2_4 (16), Worst EP arrival 1.70 ns, hold depth 1, outcome finished clean, Async SR Flop Fraction 0%
power breakdown:
group | internal (uW) | switching (uW)
Sequential | 1380 | 14.1
Clock | 379 | 355
Combinational | 225 | 115
Total | 1980 | 484
logic make-up after synthesis:
| logic type | Yosys count | synth area share, % |
|---|---|---|
| AOI/OAI and AO/OA | 1 | 0.243 |
| buffers and inverters | 10 | 2.83 |
| DFF | 64 | 62.2 |
| muxes | 48 | 32.7 |
| and+or+nand+nor | 13 | 2.10 |
timing repair:
action,in CTS,in global routing
setup endpoints to repair,16,11
cloned,2,0
buffers inserted,4,1
pin swaps,0,0
gates resized,93,11
Yosys cell counts, types with 2 or more instances:
master	n	share of area, %
mux4_1	29	25
nor2_1	6	0.73
edfxtp_1	64	62
clkbuf_1	2	0.24
nor3_1	2	0.32
buf_1	2	0.24
mux2_2	16	5.8
buf_6	2	0.73
mux4_2	3	2.2
nand2b_1	2	0.40
buf_12	2	1.3
buf_2	2	0.32
through the flow:
stage	setup slack [ns]	utilization, %	total power [uW]	cells	instance area, sq um
2_1_floorplan	0.308	-	1560	136	3090
5_1_grt	0.00357	39.7	2560	329	3920
3_5_place_dp	-0.653	37.4	1710	310	3690
3_3_place_gp	-0.660	37.4	1710	310	3690
4_1_cts	-0.139	39.6	2490	329	3910
6_report	0.0560	39.7	2470	329	3920
area by class of cell:
type / instances / share of cell area, %
clock buffers: 10 / 3.26
clock inverters: 3 / 0.319
multi-input cells: 62 / 26.5
flip-flops and latches: 64 / 49.1
well taps: 133 / 4.25
repair buffers: 57 / 16.6
worst max-delay path, stage by stage (launching register included):
cell           delay (ns)
edfxtp_1             0.39
mux4_2               0.49
mux2_4               0.26
dlygate4sd2_1        0.23
worst max-delay path by stage:
| stage | start | slack (ns) | to |
|---|---|---|---|
| 6_report | registers[7][1] | 0.06 | data_outA[1] |
| 4_1_cts | registers[7][3] | -0.14 | data_outA[3] |
| 5_1_grt | registers[1][3] | 0.004 | data_outB[3] |
layer usage:
metal  GRT usage (%)  vias up  wire length [um]
li1                -      702                 -
met1            15.3      788              2190
met2            20.9       75              3170
met3            7.05       12               568
met4            2.28        0               143
met5               0        -                 0
No activity file was given, so power comes from the tool's default toggle rates.
