## flow/design.v

```verilog
module IF(
  input Init,				     
  input Halt,				     
  input CLK,				     
  input Branch_abs,
  input FLAG_IN,
  input [9:0] Target,
  output logic [9:0] PC	 
  );
  always_ff @(posedge CLK)	             
    if (Init)
      PC <= 0;  
    else if (Halt)
      PC <= PC;
    else if (Branch_abs && FLAG_IN)	       
      PC <= Target;
    else
      PC <= PC + 1;		                       
endmodule
```

## flow/run.sh

```bash
#!/bin/bash
# OpenROAD 26Q1-2900-gdf79404cd8, Yosys 0.63+post, stock flow scripts
make -C /OpenROAD-flow-scripts/flow DESIGN_CONFIG=/design/flow/config.mk WORK_HOME=/design/flow/orfs finish
```

## flow/config.mk

```make
export PLATFORM = sky130hd
export DESIGN_NAME = IF
export DESIGN_NICKNAME = IF
export VERILOG_FILES = /design/flow/design.v
export SDC_FILE = /design/flow/constraint.sdc
export NUM_CORES = 4
export LEC_CHECK = 1
export CORE_AREA = 10 10 81 81
export DIE_AREA = 0 0 91 91
```

## flow/constraint.sdc

```tcl
current_design IF

set clk_period 2.1
set clk_io_pct 0.2

create_clock -name clk0 -period $clk_period [get_ports {CLK}]

set non_clock_inputs [all_inputs -no_clocks]
set_input_delay [expr $clk_period * $clk_io_pct] -clock clk0 $non_clock_inputs
set_output_delay [expr $clk_period * $clk_io_pct] -clock clk0 [all_outputs]
```

==> run_results.csv <==
group,metric,value,unit
final_timing,rsz0062_at_grt,"false",
critical_path,path_cells,"clkdlybuf4s50_1",
final_timing,hold_violations,0,
hold_path,hold_class,"reg2reg",
power_and_ir_drop,powerDensity,531,nW/um2
critical_path,worstPathArrival,1.30,ns
detailed_routing,dr.first_iter.drc_count,37,
yosys,ys.flop_type,"dfxtp_1",
critical_path,path_max_fanout,10,
clock_tree,holdBufCountCts,0,
final_timing,max_freq,581,MHz
detailed_routing,viasPerCell,4.00,
floorplan,ios,25,
clock_tree,clk_pin_slew,0.05,ns
yosys,top_cell_area_share,32.5,%
clock_tree,htreeDepth,1,
cells_and_area,seqCellArea,200,um2
placed_design,io_buffers,24,
critical_path,cp_top_family,"buffers and inverters",
grt,grt_pass1_wl,3430,um
yosys,logic_family,"simple AND/OR/NAND/NOR gates",
floorplan,die-area,8280,um2
yosys,numSynthFlops,10,
critical_path,startpoint,"PC[4]$_SDFFE_PP0N_",
critical_path,critPathRequiredTime,1.68,ns
flow_run,drv_cap,0,
grt,grt_max_degree,18,
detailed_routing,diodes,0,
yosys,ys_area,617,um2
yosys,synth.avg_cell_area,7.81,um2
clock_tree,cts.sinks,10,
floorplan,dieHeight,91,um
outcome,outcome,"finished clean",
clock_tree,cts-root-buf,"clkbuf_8",
critical_path,timing.rr.start,"PC[0]$_SDFFE_PP0N_",
clock_tree,cts_setup_buffers,0,
hold_path,min-delay-start,"PC[8]$_SDFFE_PP0N_",
critical_path,critPathSlowestCell,"clkdlybuf4s50_1",
yosys,syn_inst,79,
floorplan,fp-utilization,12.8,%
cells_and_area,largest_register_ffs,10,
critical_path,crit_type,"reg2out",
detailed_routing,detail-route-antenna-nets,0,
grt,grt-ovfl-total,0,
clock_tree,cts_buffer_depth,2,
yosys,synth-edff-count,0,
yosys,ys_sh_simple,33.1,%
detailed_routing,wl,2040,um
final_timing,setup-violations-final,0,
final_timing,clock-skew-final,0.00367,ns
cells_and_area,lay_top_cells,"clkdlybuf4s50_1, dfxtp_1, a21oi_1",
placed_design,place.gp.congestion,0.836,
placed_design,dpl.hpwl,1580,um
cells_and_area,fin_cells,169,
critical_path,r2r_slack,0.52,ns
yosys,adder_share,2.03,%
clock_tree,cts_resized,0,
floorplan,rows,25,
critical_path,critPathLaunchType,"register",
yosys,yosys.area.top_type,"dfxtp_1",
final_timing,slew_headroom,70.5,%
grt,grt_pass1_vias,685,
cells_and_area,lay_top_count,"clkdlybuf4s50_1",
power_and_ir_drop,p_leak,0.322,nW
yosys,area_leaders,"dfxtp_1, a21oi_1, a31oi_1, and3_1, nand4_4",
clock_tree,cts-buffers-inserted,3,
yosys,ys_cells,79,
grt,grt_use_total,4.94,%
critical_path,crit_path_end_kind,"primary output",
final_timing,finalClockPeriodUsage,82.0,%
yosys,synthMuxAreaShare,0,%
critical_path,cp_slowest_stage_delay,0.56,ns
final_timing,hold_ws,0.518,ns
final_timing,tightest_slew,0.443,ns
yosys,async_flop_share,0,%
cells_and_area,largest_registers,"PC: 10 flops",
yosys,synth_seq_share,32.5,%
cells_and_area,design_area,971,um2
cells_and_area,utilization,20.2,%
detailed_routing,drtPass1Iterations,4,
cells_and_area,area_growth,57.4,%
power_and_ir_drop,ir_drop,0.000173,V
clock_tree,cts_tree,"built",
detailed_routing,remaining_drc_errors,0,
flow_run,log.warning_count,25,
final_timing,fin_tns_setup,0,ns
placed_design,dp_cells,166,
clock_tree,clock_latency,0.23,ns
floorplan,die_w,91,um
floorplan,core,4820,um2
detailed_routing,vias,676,
grt,antenna_found_initial,0,
yosys,synth_area,617,um2
detailed_routing,wl_per_cell,12.0,um
placed_design,dpl_cell_area,930,um2
cells_and_area,final-comb-area,383,um2
yosys,netlist-cell-type-count,33,
critical_path,crit_buf_inv,1,
yosys,xor_area_share,0,%
final_timing,final_max_slew_viol_count,0,
cells_and_area,max_flop_register,"PC",
yosys,yosys_warnings,1,
final_timing,fin_crit,1.72,ns
cells_and_area,n_fill_cell,567,
yosys,compound_area_share,27.0,%
cells_and_area,drive_gt1_share,7.84,%
[per-stage QoR]
stage / total power, W / worst slack (ns)
detailed placement: 0.000324 / 0.181
global placement: 0.000323 / 0.198
CTS: 0.000523 / 0.359
floorplan: 0.000260 / 0.717
finish: 0.000516 / 0.378
global route: 0.000551 / 0.269
[worst paths after layout]
check,depth (start not counted),to
max,1,PC[4]
min,2,PC[8]$_SDFFE_PP0N_
max reg2reg,5,PC[8]$_SDFFE_PP0N_
min reg2reg,2,PC[8]$_SDFFE_PP0N_
[final cells by class]
class / count / area share [%]
tap: 67 / 8.63
multi-input combinational: 61 / 39.4
inverter: 2 / 0.773
clock buffer: 3 / 4.25
sequential: 10 / 20.6
timing repair buffer: 26 / 26.3
[metal layers]
layer | wire, um | up-vias | GRT usage [%] | share of wire [%]
li1 | - | 355 | - | -
met1 | 1080 | 302 | 7.15 | 53
met2 | 845 | 17 | 7.10 | 42
met3 | 96 | 2 | 1.49 | 4.7
met4 | 14 | 0 | 0.914 | 0.69
met5 | 0 | - | 0 | 0
[synth_stat cells (2+ instances only)]
cell type,n
o21ai_0,3
buf_2,3
nand4_1,3
a21oi_1,9
a31oi_1,6
nand3_1,4
nor4_1,3
clkbuf_1,2
dfxtp_1,10
nand2_1,5
nor3_1,2
and3_1,4
nor2_1,5
[cells by family after synthesis]
logic type | Yosys count
and+or+nand+nor | 34
AOI/OAI and AO/OA | 26
DFF | 10
buffers and inverters | 8
adders and majority gates | 1
[power by group]
part | total, W | switching, W | internal (W)
logic | 0.0000978 | 0.0000371 | 0.0000606
registers | 0.000221 | 0.0000185 | 0.000202
clock network | 0.000197 | 0.0000721 | 0.000125
Power figures rest on the tool's default switching activity, not on a simulated workload.
